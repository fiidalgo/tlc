==> flow/design.v <==
module clk_divider
    #(
        parameter div_amt = 10  
    )
    (
        input logic clk_in, rst,    
        output logic clk_out        
    );
    logic [63:0] counting_vj;  
    always_ff @(posedge clk_in, posedge rst) begin
        if (rst) begin
            clk_out <= 0;            
            counting_vj <= 0;        
        end else begin
            if (counting_vj == div_amt - 1) begin
                clk_out <= 1;        
                counting_vj <= 0;    
            end else begin
                clk_out <= 0;        
                counting_vj <= counting_vj + 1;  
            end
        end
    end
endmodule
module hex_to_sseg
    (
        input  logic [3:0] hex,     
        input  logic dp,            
        output logic [7:0] sseg     
    );
    always_comb begin
        case (hex)
            4'h0: sseg[6:0] = 7'b1000000;  
            4'h1: sseg[6:0] = 7'b1111001;  
            4'h2: sseg[6:0] = 7'b0100100;  
            4'h3: sseg[6:0] = 7'b0110000;  
            4'h4: sseg[6:0] = 7'b0011001;  
            4'h5: sseg[6:0] = 7'b0010010;  
            4'h6: sseg[6:0] = 7'b0000010;  
            4'h7: sseg[6:0] = 7'b1111000;  
            4'h8: sseg[6:0] = 7'b0000000;  
            4'h9: sseg[6:0] = 7'b0010000;  
            4'ha: sseg[6:0] = 7'b0001000;  
            4'hb: sseg[6:0] = 7'b0000011;  
            4'hc: sseg[6:0] = 7'b1000110;  
            4'hd: sseg[6:0] = 7'b0100001;  
            4'he: sseg[6:0] = 7'b0000110;  
            default: sseg[6:0] = 7'b0001110;  
        endcase
        sseg[7] = dp;
    end
endmodule         
module timer
    #(parameter N = 4)   
    (
        input logic clk, clk_en,        
        input logic rst, en, load,      
        input logic [N-1:0] init,       
        output logic [N-1:0] out        
    );
    always_ff @(posedge clk, posedge rst) begin
        if (rst) begin
            out <= {N{1'b1}};
        end
        else if (load) begin
            out <= init;
        end
        else if (clk_en) begin
            if (en && out > 0) begin
                out <= out - 1;
            end 
        end
    end
endmodule
module tlc
    (
        input logic clk, clk_en,                  
        input logic rst,                          
        input logic car_ns, car_ew, ped,          
        input logic [3:0] timer_out,              
        output logic [3:0] timer_init,            
        output logic [2:0] light_ns, light_ew,    
        output logic [1:0] light_ped,             
        output logic timer_load, timer_en         
    );
    typedef enum {s_idle, s_ped_ns, s_ped_ew, s_ped_ns_t, s_ped_ew_t,
                  s_ped_ns_ns, s_ped_ns_ew,
                  s_ped_ew_ns, s_ped_ew_ew,
                  s_ped_ns_ns_yellow, s_ped_ns_ew_yellow,
                  s_ped_ew_ns_yellow, s_ped_ew_ew_yellow,
                  s_ped_ns_ns_t, s_ped_ns_ew_t,
                  s_ped_ew_ns_t, s_ped_ew_ew_t,
                  s_ped_ns_ns_yellow_t, s_ped_ns_ew_yellow_t,
                  s_ped_ew_ns_yellow_t, s_ped_ew_ew_yellow_t} state_t;
    state_t state, next_state;   
    always_ff @(posedge clk, posedge rst) begin
        if (rst) begin
            state <= s_idle;   
        end
        else if (clk_en) begin
            state <= next_state;   
        end
    end
    always_comb begin
        light_ns = 3'b001;
        light_ew = 3'b001;
        light_ped = 2'b00;
        timer_en = 0;
        timer_load = 0;
        timer_init = 4'b0000;
        unique case (state)
            s_idle: begin
                light_ns = 3'b001;
                light_ew = 3'b001;
                light_ped = 2'b00;
                next_state = s_ped_ew_t;   
            end
            s_ped_ns_t: begin
                timer_en = 0;
                timer_load = 1;   
                timer_init = 4'b1111;   
                next_state = s_ped_ns;   
            end
            s_ped_ns: begin
                light_ns = 3'b001;
                light_ew = 3'b001;
                light_ped = 2'b11;   
                timer_en = 1;   
                timer_load = 0;
                if (timer_out == 4'b0) begin
                    if (car_ns && !car_ew) begin
                        next_state = s_ped_ns_ns_t;
                    end
                    else next_state = s_ped_ns_ew_t;
                end
                else next_state = s_ped_ns;
            end
            s_ped_ew_t: begin
                timer_en = 0;
                timer_load = 1;   
                timer_init = 4'b1111;   
                next_state = s_ped_ew;   
            end
            s_ped_ew: begin
                light_ns = 3'b001;
                light_ew = 3'b001;
                light_ped = 2'b11;   
                timer_en = 1;   
                timer_load = 0;
                if (timer_out == 4'b0) begin
                    if (!car_ns && car_ew) begin
                        next_state = s_ped_ew_ew_t;
                    end
                    else next_state = s_ped_ew_ns_t;
                end
                else next_state = s_ped_ew;
            end
            s_ped_ns_ns: begin
                light_ns = 3'b100;
                light_ew = 3'b001;
                light_ped = 2'b10;
                timer_en = 1;
                timer_load = 0;
                if (timer_out == 4'b0) next_state = s_ped_ns_ns_yellow_t;
                else next_state = s_ped_ns_ns;
            end
            s_ped_ns_ns_yellow_t: begin
                timer_en = 0;
                timer_load = 1;
                timer_init = 4'b0101;
                next_state = s_ped_ns_ns_yellow;
            end
            s_ped_ns_ns_yellow: begin
                light_ns = 3'b010;
                light_ew = 3'b001;
                light_ped = 2'b10;
                timer_en = 1;
                timer_load = 0;
                if (timer_out == 4'b0) begin
                    if (ped == 1) next_state = s_ped_ns_t;
                    else next_state = s_ped_ns_ew_t;
                end
                else next_state = s_ped_ns_ns_yellow;
            end
        endcase
    end
endmodule
module tlc_top
    (
        input logic [7:0] sw,         
        input logic [4:0] btn,        
        input logic reset_n, clk,     
        output logic [7:0] led,       
        output logic [7:0] sseg,      
        output logic [7:0] an         
    );
    logic btn_center, btn_down;
    assign btn_center = btn[4];   
    assign btn_down = btn[2];     
    logic clk_1hz, car_ns, car_ew, ped, rst;      
    logic [2:0] light_ew, light_ns;               
    logic [1:0] light_ped;                        
    logic en, load, timer_rst;                    
    logic [3:0] init, out;                        
    logic [7:0] out_sseg;                         
    assign rst = !reset_n;   
    assign timer_rst = btn_down;
    clk_divider #(.div_amt(100000000)) div_1hz (.clk_in(clk), .rst(rst), .clk_out(clk_1hz));
    timer timer_u (.clk(clk), .clk_en(clk_1hz), .rst(timer_rst), .en(en),
                   .load(load), .init(init), .out(out));
     tlc tlc_u (.clk(clk), .clk_en(clk_1hz), .rst(timer_rst), .timer_en(en),
                .timer_load(load), .timer_init(init), .timer_out(out),
                .car_ns(car_ns), .car_ew(car_ew), .ped(ped), .light_ns(light_ns),
                .light_ew(light_ew), .light_ped(light_ped));
     assign car_ns = |sw[7:5];   
     assign car_ew = |sw[2:0];   
     assign ped = |sw[4:3];      
     assign led[7:5] = light_ns;  
     assign led[4:3] = light_ped;  
     assign led[2:0] = light_ew;  
    hex_to_sseg sseg_unit_0
      (.hex(out), .dp(1'b0), .sseg(out_sseg));
    assign sseg = out_sseg;
    assign an = 8'hFE;   
endmodule
==> flow/run.sh <==
#!/bin/bash
# OpenROAD 26Q1-2900-gdf79404cd8, Yosys 0.63+post, stock flow scripts
make -C /OpenROAD-flow-scripts/flow DESIGN_CONFIG=/design/flow/config.mk WORK_HOME=/design/flow/orfs finish
==> flow/config.mk <==
export PLATFORM = sky130hd
export DESIGN_NAME = tlc_top
export DESIGN_NICKNAME = tlc_top
export VERILOG_FILES = /design/flow/design.v
export SDC_FILE = /design/flow/constraint.sdc
export NUM_CORES = 4
export LEC_CHECK = 1
export CORE_UTILIZATION = 50
==> flow/constraint.sdc <==
current_design tlc_top

set clk_period 10.1
set clk_io_pct 0.2

create_clock -name clk0 -period $clk_period [get_ports {clk}]

set non_clock_inputs [all_inputs -no_clocks]
set_input_delay [expr $clk_period * $clk_io_pct] -clock clk0 $non_clock_inputs
set_output_delay [expr $clk_period * $clk_io_pct] -clock clk0 [all_outputs]
==> impl_metrics.toml <==
# physical design summary
[outcome]
status = "finished, final reports clean"

[worst_setup_path]
crit_required_ps = 8080
crit_chain = "ha_1 -> nor2b_1 -> or3b_2 -> o21ai_0 -> clkdlybuf4s50_1"
start_kind = "flip-flop"
criticalPathCategory = "reg2out"
crit_slowest_cell = "dfstp_2"
r2r_start = "div_1hz.counting_vj[16]$_DFF_PN0_"
r2r-end = "div_1hz.counting_vj[54]$_DFF_PN0_"
crit_arrival_ps = 2300
crit_fanout = 9
crit_path_end_kind = "output pin"
r2r_cells = 5
max_stage_delay_ps = 610
ff2ff_setup_slack_ps = 7460

[synthesis]
ff_type = "dfrtp_1"
synthDistinctLibCells = 46
avgSynthCellArea_um2 = 9.60
ys_async_sr_fraction_pct = 100
edf_count = 0
ys_area_um2 = 4150
yosysWarnings = 4
synth_cells = 432
postSynthSeqShare_pct = 46.6
ys_ff = 77
syn_area_um2 = 4150
ys_cells = 432

[drt]
drcViolationCount = 0
routedWlPerCell_um = 14.3
ant_nets = 0
vias = 3037
drt_iter0_markers = 124
via_per_inst = 5.46
totalWireLength_um = 7960
dr.pass1.iters = 4
antenna_cells = 0

[cells_and_area]
final_core_util_pct = 57.2
final_area_um2 = 4510
syn_to_final_growth_pct = 8.75
fillers = 682
layout-drive-gt1-share_pct = 7.93

[min_path]
hp-start = "div_1hz.counting_vj[63]$_DFF_PN0_"
hp-class = "reg2reg"
min_to = "div_1hz.counting_vj[63]$_DFF_PN0_"
hold_depth = 1

[timing]
timing.fmax_mhz = 231
finalCritPeriodShare_pct = 42.8
rsz0062_at_grt = "no"
hold_violations = 0
setup_viol = 0
fin_tns_setup_ps = 0
fin_skew_ps = 9.08
min_period_ps = 4320
slew_viol_final = 0
tightest_slew_ps = 720
relSlewSlack_pct = 51.5

[global_route]
gr-usage-all-layers_pct = 20.8
overflow = 0
grt_pass1_vias = 2905
grt_first_pass_wirelength_um = 13800
antenna_found_initial = 0
grt_max_degree = 40

[clock_network]
cts_tree = "built"
numCtsBuffers = 9
clock_latency_ps = 340
ctsHoldBuffers = 0
cts_resized = 0
cts_root_buffer = "clkbuf_8"
cts.sinks = 77
cts_buffer_depth = 2
postCtsSetupBuffers = 0
cts.htree.levels = 3
clkTransAtPathRegs_ps = 70

[die]
initCoreUtil_pct = 52.6
ios = 39
coreArea_um2 = 7890
die_h_um = 93.1
std_cell_rows = 32
die_w_um = 93.1
die_area_um2 = 8660

[power_and_ir_drop]
ir_drop_v = 0.0000937
p_leak_nw = 2.05
powerDensity_nw_per_um2 = 113

[placed_design]
gp_congestion = 0.870
io_buffers = 16
place_area_um2 = 4350
dpl.hpwl_um = 5690

[job]
warning_count = 40
drv_cap = 0
per-layer routing:
| metal | up-vias | track usage, % | share of wire [%] | wire length, um |
|---|---|---|---|---|
| met5 | - | 0 | 0 | 0 |
| met4 | 0 | 2.05 | 0.48 | 38 |
| met3 | 2 | 3.72 | 3.3 | 261 |
| met2 | 44 | 30.5 | 45 | 3580 |
| met1 | 1450 | 35.1 | 51 | 4090 |
| li1 | 1541 | - | - | - |
critical path, delay by kind of cell (launching register included):
kind / cells / cell delay, ps
compound gates: 1 / 80
fa+ha+maj: 1 / 260
buf+inv: 1 / 470
flops: 1 / 610
simple gates: 2 / 540
cell usage in the layout (no fill, tap or decap), drive strengths merged, types with 8 or more instances in the layout:
master / Yosys / final
conb: 2 / 12
inv: 17 / 17
nor2: 45 / 45
nor3: 23 / 23
nand3: 30 / 30
xnor2: 24 / 24
clkdlybuf4s50: 0 / 15
clkbuf: 8 / 11
nand2: 33 / 33
dfrtp: 72 / 72
xor2: 36 / 36
o21ai: 8 / 8
nor4: 25 / 25
nand4: 29 / 29
cells in the mapped netlist (all sizes together) (3+ instances only):
master / count / share of area, %
a21oi: 3 / 0.36
a22o: 5 / 1.1
and4: 4 / 0.84
buf: 16 / 2.8
clkbuf: 8 / 0.75
dfrtp: 72 / 43
dfstp: 5 / 3.2
ha: 7 / 2.1
inv: 17 / 1.5
mux2i: 4 / 0.97
nand2: 33 / 3.0
nand3: 30 / 3.6
nand4: 29 / 4.5
nor2: 45 / 4.1
nor2b: 5 / 0.75
nor3: 23 / 2.9
nor4: 25 / 4.1
nor4b: 3 / 0.63
o21ai: 8 / 0.97
or2: 3 / 0.45
or4: 4 / 0.81
xnor2: 24 / 5.1
xor2: 36 / 7.6
cells by family after synthesis:
logic type	after synthesis	synth area share, %
other	2	0.181
adders and majority gates	7	2.11
buffers and inverters	41	5.10
muxes	7	2.05
AOI/OAI and AO/OA	24	3.95
DFF	77	46.6
xor gates and xnor gates	60	12.7
and+or+nand+nor	214	27.3
sequential cells by signal, indices dropped and copies added (netlist names), named ones only:
signal               cells
div_1hz.counting_vj     64
tlc_u.state              7
timer_u.out              4
div_1hz.clk_out          1
final cells by class:
class                      count  area [um2]  area share (%)
sequential                    77        1930            42.9
timing repair buffer          20         185            4.11
inverter                      17        63.8            1.41
tap                          102         128            2.83
multi-input combinational    324        2040            45.2
clock buffer                  11         131            2.91
clock inverter                 5        28.8           0.638
stage by stage:
| step | setup slack [ps] | cells | power (mW) | hold WS (ps) |
|---|---|---|---|---|
| after CTS | 5750 | 556 | 0.519 | 474 |
| after global placement | 6170 | 540 | 0.322 | 461 |
| final | 5780 | 556 | 0.511 | 477 |
| after global routing | 5630 | 556 | 0.535 | 512 |
| after floorplan | 6630 | 442 | 0.318 | 443 |
| after detailed placement | 6130 | 540 | 0.322 | 463 |
worst max path at each step:
stage,startpoint,to
CTS,timer_u.out[0]$_DFFE_PP1P_,sseg[0]
global route,timer_u.out[0]$_DFFE_PP1P_,sseg[0]
finish,timer_u.out[0]$_DFFE_PP1P_,sseg[0]
power breakdown:
group / total, mW / internal (mW) / switching (mW)
Clock: 0.195 / 0.0881 / 0.107
Sequential: 0.308 / 0.308 / 0
Combinational: 0.00744 / 0.00141 / 0.00603
Total: 0.511 / 0.398 / 0.113
No activity file was given, so power comes from the tool's default toggle rates.
